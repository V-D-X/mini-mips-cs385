[/design/flow/constraint.sdc]
current_design Mux2to1_16bit

set clk_period 1.0
set clk_io_pct 0.2

create_clock -name clk0 -period $clk_period

set non_clock_inputs [all_inputs -no_clocks]
set_input_delay [expr $clk_period * $clk_io_pct] -clock clk0 $non_clock_inputs
set_output_delay [expr $clk_period * $clk_io_pct] -clock clk0 [all_outputs]
[/design/flow/run.sh]
#!/bin/bash
# OpenROAD 26Q1-2900-gdf79404cd8, Yosys 0.63+post, stock flow scripts
make -C /OpenROAD-flow-scripts/flow DESIGN_CONFIG=/design/flow/config.mk WORK_HOME=/design/flow/orfs finish
[/design/flow/design.v]
module Mux2to1 (in0, in1, sel, out);
   input in0, in1, sel;
   output out;
   wire not_sel, and0, and1;
   not (not_sel, sel);
   and (and0, in0, not_sel);
   and (and1, in1, sel);
   or  (out, and0, and1);
endmodule
module Mux2to1_16bit (in0, in1, sel, out);
  input [15:0] in0, in1;
  input sel;
  output [15:0] out;
  genvar i;  
  generate
    for (i = 0; i < 16; i = i + 1) begin : mux_loop
      Mux2to1 m (in0[i], in1[i], sel, out[i]);
    end
  endgenerate
endmodule
[/design/flow/config.mk]
export PLATFORM = sky130hd
export DESIGN_NAME = Mux2to1_16bit
export DESIGN_NICKNAME = Mux2to1_16bit
export VERILOG_FILES = /design/flow/design.v
export SDC_FILE = /design/flow/constraint.sdc
export NUM_CORES = 4
export LEC_CHECK = 1
export CORE_AREA = 10 10 70 70
export DIE_AREA = 0 0 80 80
==> out/qor.csv <==
metric;value;unit
timing.fmax;871;MHz
timing_worst_setup_path_type;in2out;
ys_warn_count;0;
1st_iter_drt_viols;1;
vias_in_the_first_global_route;470;
ant_diodes;0;
max_slew_margin_vs_limit;94.9;%
rows;21;
post_route_cells_drive_above_1_share;58.4;%
yosys_cells;34;
max-cap-violations;0;
hold_path_end;out[0];
port_buffer_count;49;
synth_cells;34;
final_layout_top_logic_cell;sky130_fd_sc_hd__dlygate4sd2_1;
gp_routability_congestion;0.735;
final_min_period_over_clock_period;115;%
detail_route.first_pass.iterations;2;
fillCellCount;373;
critPathMaxFanout;6;
route.vias.total;381;
grt_overflow;0;
routed_length_per_placed_instance;11.0;um
p_leak;0.470;nW
die_w;80;um
report.final.slew_viol_count;0;
ff_latch_area;0;um2
ir_worst_vdd;0.144;mV
status;complete, but fails checks;
drt-vias-per-instance;3.10;
fp_util;10.8;%
holdBufCountCts;0;
dieHeight;80;um
worstPathRequired;0.80;ns
largest_net_degree_at_the_start_of_global_routing;7;
synth-seq-area-share;0;%
design.die.area;6400;um2
violated_checks;setup timing;
synth_cell_type_count;5;
core-area;3420;um2
detail_route.wirelength;1350;um
num-clock-buffers;0;
finalCriticalPeriod;1.15;ns
hold_path.class;in2out;
critical_path.endpoint_type;output port;
hp-start;in0[0];
grt.total_usage;4.02;%
average_cell_area_after_synthesis;10.9;um2
antenna_found_initial;0;
count_of_antenna_violating_nets_left_after_detailed_routing;0;
hold_violations;0;
dp_hpwl;1200;um
most-common-layout-cells;sky130_fd_sc_hd__dlygate4sd2_1, sky130_fd_sc_hd__buf_6, sky130_fd_sc_hd__mux2_4;
arrival;0.95;ns
ys_area;369;um2
openroad.warnings;35;
instances_no_fill;123;
p_per_area;374;nW/um2
area_delta_synth_final;140;%
io-pin-count;49;
holdPathStages;3;
remaining_drc_errors;0;
finalWorstSetupSlack;-0.148;ns
fin_tns_setup;-1.96;ns
grt_setup_unrepaired;true;
timing_worst_slew_pin_value;0.0763;ns
numPlacedInstances;113;
grt_first_pass_wirelength;2150;um
flop_count;0;
timing.critical_path.from_type;input pin;
synthesized_area;369;um2
setup-violations-final;16;
## report_power, final
group	total [mW]	switching (mW)	internal (mW)
Combinational	0.332	0.0715	0.260
Sequential	0	0	0
Clock	0	0	0
Total	0.332	0.0715	0.260
## cell usage after synthesis
cell / count / area share, %
sky130_fd_sc_hd__buf_4: 16 / 33
sky130_fd_sc_hd__mux2_4: 10 / 41
sky130_fd_sc_hd__mux2_2: 6 / 18
sky130_fd_sc_hd__buf_12: 1 / 5.4
sky130_fd_sc_hd__buf_6: 1 / 3.1
## repair_timing
action	in CTS	in global routing
buffers inserted	10	0
endpoints found under the setup margin	16	16
gates resized	110	6
## critical path, stage by stage
cell and delay [ns]:
sky130_fd_sc_hd__buf_8 0.10, sky130_fd_sc_hd__buf_8 0.13, sky130_fd_sc_hd__buf_6 0.12, sky130_fd_sc_hd__mux2_4 0.29, sky130_fd_sc_hd__buf_6 0.11
## metal layers
layer | GRT usage, % | vias to the layer above | share of wire [%]
met5 | 0 | - | 0
met4 | 0 | 0 | 0
met3 | 2.50 | 0 | 19
met2 | 6.10 | 36 | 38
met1 | 5.01 | 158 | 43
li1 | - | 187 | -
## stage by stage
step                utilization [%]  area (um2)  worst slack, ns  hold WS, ns  power, mW
detailed placement             22.9         781           -0.839         1.44      0.315
CTS                            24.9         850           -0.150        0.799      0.313
global placement               22.9         781           -0.830         1.44      0.313
global route                   26.0         887           -0.170        0.814      0.359
finish                         26.0         887           -0.148        0.796      0.332
floorplan                         -         410          -0.0458        0.591      0.181
## kinds of logic after synthesis
kind of cell | Yosys count | share of synthesized area (%)
buffers and inverters | 18 | 41.0
muxes | 16 | 59.0
## area by class of cell
type | count | area [um2] | share of cell area, %
well taps | 46 | 57.6 | 6.49
repair buffers | 61 | 589 | 66.4
multi-input cells | 16 | 240 | 27.1
## worst max path at each step
stage	startpoint	end	cells past startpoint
4_1_cts	sel	out[10]	5
5_1_grt	sel	out[2]	5
6_report	sel	out[2]	5
Power and IR drop assume default switching activity.
