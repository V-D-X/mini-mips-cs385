===== ./config.mk =====
export PLATFORM = sky130hd
export DESIGN_NAME = RegisterFile
export DESIGN_NICKNAME = RegisterFile
export VERILOG_FILES = /design/flow/design.v
export SDC_FILE = /design/flow/constraint.sdc
export NUM_CORES = 4
export LEC_CHECK = 1
export CORE_UTILIZATION = 50

===== ./constraint.sdc =====
current_design RegisterFile

set clk_period 1.7
set clk_io_pct 0.2

create_clock -name clk0 -period $clk_period [get_ports {clock}]

set non_clock_inputs [all_inputs -no_clocks]
set_input_delay [expr $clk_period * $clk_io_pct] -clock clk0 $non_clock_inputs
set_output_delay [expr $clk_period * $clk_io_pct] -clock clk0 [all_outputs]

===== ./design.v =====
module RegisterFile (rr1, rr2, wr, wd, reg_write, rd1, rd2, clock);
  input [1:0] rr1, rr2;   
  input [1:0] wr;         
  input [15:0] wd;        
  input reg_write;        
  input clock;            
  output [15:0] rd1, rd2;   
  reg [15:0] regs[0:3];   
  assign rd1 = regs[rr1];
  assign rd2 = regs[rr2];
  initial regs[0] = 0;
  always @(negedge clock)
    if (reg_write == 1 && wr != 0)  
      regs[wr] <= wd;
endmodule

===== ./run.sh =====
#!/bin/bash
# OpenROAD 26Q1-2900-gdf79404cd8, Yosys 0.63+post, stock flow scripts
make -C /OpenROAD-flow-scripts/flow DESIGN_CONFIG=/design/flow/config.mk WORK_HOME=/design/flow/orfs finish

==> deck_impl_summary.md <==
Run Summary

Clock tree
  • Number of buffers created by CTS: 9
  • Clock tree buffer depth: 2
  • Cts hold-fix bufs: 0
  • CTS tree: yes
  • CTS H-Tree Depth: 3
  • Clk sinks: 64
  • CTS clock-pin slew for the worst setup and hold paths: 0.03 ns
  • Clock root buffer: clkbuf_8

Placed design
  • Port bufs: 55
  • Gpl congestion: 0.7333
  • DP Area: 3538 µm²
  • Dpl hpwl: 3.139 mm
  • Placed cell count: 251
  • Placement Setup Slack: -0.7686 ns

Floorplan
  • Rows: 26
  • Die width: 76.85 µm
  • Core area: 5238 µm²
  • FP Core Util: 53.49%
  • # IOs: 56
  • Chip area: 5906 µm²
  • Die Span Y: 76.85 µm

Final layout
  • Reg with most FFs: regs
  • Area Overhead vs Synth: 39.08%
  • Max FFs per register: 64
  • Finished Layout Cells: 344
  • Largest registers: regs (64)
  • Top cell excl fill/tap: inv_1
  • Fillers: 324
  • Design Area, Final: 3896 µm²
  • Layout cell share with drive strength beyond 1: 39.78%
  • Dominant logic cell types in the final layout: 65 x inv_1, 64 x edfxtp_1, 35 x buf_2

Worst hold path
  • Hold path startpoint: wr[0]
  • Hold WC Path Type: input pin to register
  • Hold Crit Endpoint: regs[3][15]$_DFFE_NP_
  • Hold Crit Depth: 2

Status
  • Status: finished, violations left
  • Failing checks: negative setup slack

STA
  • Hold Fails Final Rpt: 0
  • Pins over their slew limit: 0
  • Finish-stage setup viols: 32
  • Unrepaired setup endpoints after global routing: true
  • Min Hold Slack: 1.356 ns
  • Final WS setup: -0.9897 ns

Yosys
  • Cells after synthesis: 109
  • Cells in synth_stat.txt: 109
  • Syn Area/Cell: 25.70 µm²
  • Post-synthesis register bit count: 64
  • Cell Area, Synth: 2801 µm²
  • Yosys stat area: 2801 µm²
  • Cell Type Count: 10
  • Share of the yosys chip area belonging to registers: 68.60%
  • YS warnings: 1

Route
  • Via count: 1693
  • Vias per inst: 4.922
  • Drt total wl: 5.142 mm
  • # diodes: 0
  • Initial DRC Count: 27
  • M1 WL: 1.769 mm
  • TritonRoute pass-1 iters: 4
  • Met2 wire len: 2.721 mm
  • DRC errors left: 0
  • WL met3: 606 µm
  • Highest metal used: met4
  • Drt wl/cell: 14.95 µm
  • Antenna Nets Post-Route: 0

Worst setup path
  • Crit path DAT: 2.35 ns
  • CP Class: register to output port
  • Worst Setup Start Kind: register
  • CP Capture Type: output port
  • Worst Path Required: 1.36 ns
  • Max FO, Critical Path: 2

Global routing
  • Vias in the first global route: 1996
  • Total congestion overflow: 0
  • Largest net degree at the start of global routing: 17
  • Initial antenna violation count: 0
  • First-pass GRT wire length: 8.307 mm
  • Total GRT Usage: 21.67%

Pwr
  • Leakage power: 1.671 nW
  • PwrDens: 1034 nW/µm²
  • IR drop worst, VDD: 682.9 µV
  • Pwr Total: 4.030 mW

Run
  • Tool warnings: 93
  • Maximum capacitance violations: 0
-- Yosys cell counts (all sizes together) --
| cell | n | share of area (%) |
|---|---|---|
| edfxtp | 64 | 69 |
| mux4 | 32 | 27 |
| buf | 8 | 2.9 |
| and3b | 2 | 0.63 |
| and3 | 1 | 0.22 |
| conb | 1 | 0.13 |
| inv | 1 | 0.13 |
-- worst max path at each step --
stage                          from  endpoint
CTS           regs[3][11]$_DFFE_NP_   rd1[11]
global route  regs[0][11]$_DFFE_NP_   rd1[11]
finish        regs[3][11]$_DFFE_NP_   rd1[11]
-- through the flow --
stage	TNS, ns	utilization, %
6_report	-27.48	74.39
5_1_grt	-29.55	74.39
4_1_cts	-27.72	73.89
3_5_place_dp	-71.55	67.56
3_3_place_gp	-69.73	67.56
2_1_floorplan	-16.87	-
-- cells by family after synthesis --
| logic type | Yosys count | share of synthesized area (%) |
|---|---|---|
| mux | 32 | 27.33 |
| simple gates | 3 | 0.8489 |
| buf+inv | 9 | 3.082 |
| flops | 64 | 68.60 |
| other cells | 1 | 0.1339 |
-- area by class of cell --
cell class / instances / area, µm² / share of cell area [%]
flip-flops and latches: 64 / 1922 / 49.33
clock inverters: 70 / 296.5 / 7.611
well taps: 70 / 87.58 / 2.248
clock buffers: 9 / 123.9 / 3.179
repair buffers: 80 / 654.4 / 16.80
multi-input cells: 51 / 812.0 / 20.84
-- worst max-delay path, cell delays in order, from the launching register on --
cell and delay (ns):
edfxtp_1 0.37, buf_4 0.15, mux4_2 0.48, buf_2 0.13
-- per-layer routing --
metal  vias to the layer above  global-route usage, %
met4                         0                  7.308
li1                        799                      -
met5                         -                      0
met1                       804                  28.18
met2                        85                  31.34
met3                         5                  15.11
-- power by group --
part | switching (mW) | total [mW] | internal, mW
Clock | 0.883 | 1.74 | 0.855
Combinational | 0.133 | 0.405 | 0.272
Sequential | 0.0358 | 1.89 | 1.85
Total | 1.05 | 4.03 | 2.98
-- timing repair --
item | in CTS | in global routing
endpoints found under the setup margin | 80 | 32
pin swaps | 1 | 0
resized | 108 | 1
buffers inserted | 12 | 3
No activity file was given, so power comes from the tool's default toggle rates.
