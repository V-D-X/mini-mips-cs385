File: flow/config.mk
export PLATFORM = sky130hd
export DESIGN_NAME = ALU_16bit
export DESIGN_NICKNAME = ALU_16bit
export VERILOG_FILES = /design/flow/design.v
export SDC_FILE = /design/flow/constraint.sdc
export NUM_CORES = 4
export LEC_CHECK = 1
export CORE_AREA = 10 10 99 99
export DIE_AREA = 0 0 109 109
File: flow/constraint.sdc
current_design ALU_16bit

set clk_period 12.4
set clk_io_pct 0.2

create_clock -name clk0 -period $clk_period

set non_clock_inputs [all_inputs -no_clocks]
set_input_delay [expr $clk_period * $clk_io_pct] -clock clk0 $non_clock_inputs
set_output_delay [expr $clk_period * $clk_io_pct] -clock clk0 [all_outputs]
File: flow/design.v
module ALU_16bit (op, a, b, result, zero);
   input [15:0] a, b;    
   input [3:0] op;       
   output [15:0] result;  
   output zero;          
   wire [15:0] carry;    
   wire set;             
   ALU_1bit alu0  (a[0], b[0], op[3], op[2], op[1:0], set, op[2], carry[0], result[0]);
   ALU_1bit alu1  (a[1], b[1], op[3], op[2], op[1:0], 1'b0, carry[0], carry[1], result[1]);
   ALU_1bit alu2  (a[2], b[2], op[3], op[2], op[1:0], 1'b0, carry[1], carry[2], result[2]);
   ALU_1bit alu3  (a[3], b[3], op[3], op[2], op[1:0], 1'b0, carry[2], carry[3], result[3]);
   ALU_1bit alu4  (a[4], b[4], op[3], op[2], op[1:0], 1'b0, carry[3], carry[4], result[4]);
   ALU_1bit alu5  (a[5], b[5], op[3], op[2], op[1:0], 1'b0, carry[4], carry[5], result[5]);
   ALU_1bit alu6  (a[6], b[6], op[3], op[2], op[1:0], 1'b0, carry[5], carry[6], result[6]);
   ALU_1bit alu7  (a[7], b[7], op[3], op[2], op[1:0], 1'b0, carry[6], carry[7], result[7]);
   ALU_1bit alu8  (a[8], b[8], op[3], op[2], op[1:0], 1'b0, carry[7], carry[8], result[8]);
   ALU_1bit alu9  (a[9], b[9], op[3], op[2], op[1:0], 1'b0, carry[8], carry[9], result[9]);
   ALU_1bit alu10 (a[10], b[10], op[3], op[2], op[1:0], 1'b0, carry[9], carry[10], result[10]);
   ALU_1bit alu11 (a[11], b[11], op[3], op[2], op[1:0], 1'b0, carry[10], carry[11], result[11]);
   ALU_1bit alu12 (a[12], b[12], op[3], op[2], op[1:0], 1'b0, carry[11], carry[12], result[12]);
   ALU_1bit alu13 (a[13], b[13], op[3], op[2], op[1:0], 1'b0, carry[12], carry[13], result[13]);
   ALU_1bit alu14 (a[14], b[14], op[3], op[2], op[1:0], 1'b0, carry[13], carry[14], result[14]);
   ALU_MSB alu15 (a[15], b[15], op[3], op[2], op[1:0], 1'b0, carry[14], carry[15], result[15], set);
   nor zero_check(zero, result[0], result[1], result[2], result[3], 
                       result[4], result[5], result[6], result[7], 
                       result[8], result[9], result[10], result[11], 
                       result[12], result[13], result[14], result[15]);
endmodule
module FullAdder (a, b, cin, sum, cout);
   input a, b, cin;
   output sum, cout;
   wire axb, and1, and2;
   xor (axb, a, b);
   xor (sum, axb, cin);
   and (and1, axb, cin);
   and (and2, a, b);
   or  (cout, and1, and2);
endmodule
module ALU_1bit (a, b, ainvert, binvert, op, less, carryin, carryout, result);
   input a, b, less, carryin, ainvert, binvert;
   input [1:0] op;
   output carryout, result;
   wire a1, b1, sum, a_and_b, a_or_b;
   xor (a1, a, ainvert);
   xor (b1, b, binvert);
   and and_gate (a_and_b, a1, b1);
   or  or_gate (a_or_b, a1, b1);
   FullAdder adder (a1, b1, carryin, sum, carryout);
   Mux4to1 result_mux (a_and_b, a_or_b, sum, less, op, result);
endmodule
module ALU_MSB (a, b, ainvert, binvert, op, less, carryin, carryout, result, sum);
   input a, b, less, carryin, ainvert, binvert;
   input [1:0] op;
   output carryout, result, sum;
   wire a1, b1, a_and_b, a_or_b;
   xor (a1, a, ainvert);
   xor (b1, b, binvert);
   and and_gate (a_and_b, a1, b1);
   or  or_gate (a_or_b, a1, b1);
   FullAdder adder (a1, b1, carryin, sum, carryout);
   Mux4to1 result_mux (a_and_b, a_or_b, sum, less, op, result);
endmodule
module Mux2to1 (in0, in1, sel, out);
   input in0, in1, sel;
   output out;
   wire not_sel, and0, and1;
   not (not_sel, sel);
   and (and0, in0, not_sel);
   and (and1, in1, sel);
   or  (out, and0, and1);
endmodule
module Mux4to1 (in0, in1, in2, in3, sel, out);
   input in0, in1, in2, in3;
   input [1:0] sel;
   output out;
   wire out0, out1;
   Mux2to1 mux0 (in0, in1, sel[0], out0);
   Mux2to1 mux1 (in2, in3, sel[0], out1);
   Mux2to1 mux_final (out0, out1, sel[1], out);
endmodule
File: flow/run.sh
#!/bin/bash
# OpenROAD 26Q1-2900-gdf79404cd8, Yosys 0.63+post, stock flow scripts
make -C /OpenROAD-flow-scripts/flow DESIGN_CONFIG=/design/flow/config.mk WORK_HOME=/design/flow/orfs finish
==> flow_summary.yaml <==
# flow metrics
setup_path:
  cp_num_buf_inv: 6
  crit_chain: "clkdlybuf4s50_1 -> buf_4 -> buf_4 -> xnor2_1 -> inv_1 -> fa_2 -> fa_1 -> inv_1 -> fa_1 -> fa_1 -> fa_1 -> fa_2 -> fa_1 -> fa_1 -> fa_1 -> fa_1 -> fa_1 -> fa_1 -> fa_1 -> xnor2_1 -> mux4_2 -> nor4_4 -> clkdlybuf4s50_1"
  worst-path-stages: 23
  critPathLaunch: "op[3]"
  cp-end-kind: "output pin"
  criticalPathCategory: "input port to output pin"
  cp-start-kind: "input port"
  arrival_ns: 9.55
  cpMaxStageDelayCell: "mux4_2"
  critical_path_required_ns: 9.92
  crit_fanout: 6
  crit_path_end: "zero"
  path_common_cell: "fa_1"
  critical-path-top-delay-family: "adder cells"
  max_stage_delay_ns: 0.52
grt:
  grt_pass1_vias: 1375
  track_usage_pct: 7.09
  grt_util_met2_pct: 12.5
  antenna_found_initial: 0
  grt_pass1_wl_mm: 6.82
  grt_overflow: 0
  use_met1_pct: 9.49
  met3_usage_pct: 1.14
  grt_start_max_net_pins: 29
  grt_busiest_layer: "met2"
synthesis:
  yosysSeqAreaShare_pct: 0
  ys_area_um2: 1660
  yosys_warnings: 0
  syn_area_um2: 1660
  ys_types: 20
  synth_stat.cells: 192
  syn_area_per_cell_um2: 8.63
  syn_inst: 192
die:
  core_um2: 7730
  die_y_um: 109
  fp.dieW_um: 109
  ios: 53
  die_area_um2: 11900
  fp_util_pct: 21.5
  rows: 32
hold_path:
  hold_class: "input port to output pin"
final_timing:
  rsz0062_at_grt: "false"
  slew_headroom_pct: 52.3
  period_used_pct: 97.0
  tightest_slew_ns: 0.714
  layout_setup_ws_ns: 0.368
  hold_viol: 0
  whs_ns: 6.05
  setup_viol: 0
  setup_tns_ns: 0
  report.final.slew_viol_count: 0
  fmax_mhz: 83.1
  min_period_ns: 12.03
cells_and_area:
  mostFrequentLayoutCells: "52 x clkdlybuf4s50_1, 34 x inv_1, 32 x ha_1"
  final_cells: 328
  drive_gt1_share_pct: 6.64
  final_area_um2: 2210
  syn_to_final_growth_pct: 33.1
  clock_buffers: 0
  utilization_pct: 28.6
  final_common_cell: "clkdlybuf4s50_1"
  flop_area_um2: 0
  ff_count: 0
pwr:
  power_mw: 0.107
  peakVddDrop_uv: 19.9
  power.leakage_nw: 1.02
  p_per_area_nw_per_um2: 48.4
run:
  warnings: 62
  max_cap_viol_count: 0
outcome:
  status: "finished, final reports clean"
route:
  route.vias.total: 1267
  ant_nets: 0
  drc_errors: 0
  finalWirelength_mm: 4.12
  antenna_cells: 0
  dr.pass1.iters: 4
  wl_per_cell_um: 12.5
  drtIter0Drc: 21
  vias_per_cell: 3.86
placement:
  port_buffers: 53
  place_inst: 327
  dpl_cell_area_um2: 2170
  pre_cts_ws_ns: 0.0913
  place_congestion: 0.841
  dp_hpwl_mm: 3.64
## Yosys cell counts (all sizes together)
cell type	instances	area (um2)
nor4	4	37.5
a21oi	1	5.00
o22ai	4	25.0
nand2	2	7.51
buf	26	191
inv	34	128
xor2	29	254
ha	32	400
fa	14	280
o32ai	11	96.3
nand2b	1	8.76
nor2	13	48.8
and2	11	68.8
xnor2	5	43.8
mux2i	4	40.0
mux4	1	22.5
## report_power, final
group	total (mW)	internal, mW	switching (mW)
registers	0	0	0
clock network	0	0	0
logic	0.107	0.0572	0.0497
total	0.107	0.0572	0.0497
## cells by family after synthesis
kind of cell,count (synthesis),share of synthesized area [%]
buffers and inverters,60,19.2
adders and majority gates,46,41.1
xor gates and xnor gates,34,18.0
and+or+nand+nor,31,10.3
AOI/OAI and AO/OA,16,7.62
muxes,5,3.77
## metal layers
layer,wire (um),up-vias,share of wire [%]
li1,-,647,-
met2,2040,24,50
met5,0,-,0
met3,175,0,4.3
met4,0,0,0
met1,1900,596,46
## final cells by class
| class | instances | area (um2) |
|---|---|---|
| multi-input combinational | 132 | 1370 |
| fill | 816 | 5520 |
| timing repair buffer | 60 | 586 |
| inverter | 34 | 128 |
| tap | 102 | 128 |
## worst min path at each step
stage / start / end / depth (start not counted)
after CTS: b[15] / result[15] / 6
after global routing: op[2] / result[1] / 6
final: op[2] / result[1] / 6
## tightest hold or removal path, stage by stage
cell	delay (ns)
dlymetal6s2s_1	0.23
xor2_2	0.14
inv_1	0.06
ha_1	0.13
o22ai_1	0.09
clkdlybuf4s50_1	0.44
## timing repair
action                     4_1_cts  5_1_grt
buffers inserted                 0        1
gates resized                    0        6
setup endpoints to repair        0        1
hold buffers                     0        0
Power is estimated from default activity; no workload was simulated.
